==> design/flow/design.v <==
module counter_mod10(output reg [3:0] ones,
                     output wire tc, zero,
                     input wire [3:0] data,
                     input wire loadn, clrn, clock, enable);
assign tc = (enable && (ones==0));
assign zero = ones==0;
always @(posedge clock or negedge clrn) 
begin
  if(!clrn)
  begin
    ones <= 0;
  end
  else if(!loadn)
  begin
    ones <= data;
  end
  else 
  begin
    if (enable)
    begin
        if(ones==0)
            ones<=9;
        else
          ones<=ones-1;        
    end   
  end
end
endmodule
==> design/flow/run.sh <==
#!/bin/bash
# OpenROAD 26Q1-2900-gdf79404cd8, Yosys 0.63+post, stock flow scripts
make -C /OpenROAD-flow-scripts/flow DESIGN_CONFIG=/design/flow/config.mk WORK_HOME=/design/flow/orfs finish
==> design/flow/config.mk <==
export PLATFORM = sky130hd
export DESIGN_NAME = counter_mod10
export DESIGN_NICKNAME = counter_mod10
export VERILOG_FILES = /design/flow/design.v
export SDC_FILE = /design/flow/constraint.sdc
export NUM_CORES = 4
export LEC_CHECK = 1
export CORE_AREA = 10 10 70 70
export DIE_AREA = 0 0 80 80
==> design/flow/constraint.sdc <==
current_design counter_mod10

set clk_period 1.6
set clk_io_pct 0.2

create_clock -name clk0 -period $clk_period [get_ports {clock}]

set non_clock_inputs [all_inputs -no_clocks]
set_input_delay [expr $clk_period * $clk_io_pct] -clock clk0 $non_clock_inputs
set_output_delay [expr $clk_period * $clk_io_pct] -clock clk0 [all_outputs]
==> Changelog: implementation <==
## Flow update

- Fin. max-slew vios: 0
- Final setup viols: 0
- Routed wire length: 883 µm
- Clock buffer depth: 2
- Pwr/cell area: a little over 700 nW/µm²
- Port buffer count: 13
- Ant. Diodes: 0
- Die area: 6400 µm²
- Largest net degree at the start of global routing: 9
- Die width: 80 µm
- Clock skew: 0.000131 ns
- Most numerous logic cells after layout: clkdlybuf4s50_1, buf_4, nor2_1, dfrtp_1
- DR iter-0 viols: 5
- Max reg flops: 4
- Initial antenna violation count: 0
- Share of cells above drive strength 1: ~38%
- Register area share after synthesis: 44.0%
- Met3 global-route usage: under 10%
- Status: finished, final reports clean
- Max IR drop VDD: between 0.2 and 0.25 mV
- Max transition margin: 81.9%
- RSZ-0062 raised after global routing: true
- Required time at the worst-slack endpoint: approximately 1.3 ns
- Fmax: roughly 630 MHz
- Yosys Instances: 24
- Final period utilization: 99.5%
- Dominant logic cell type in the layout: clkdlybuf4s50_1
- Area reported by Yosys stat: between 200 and 250 µm²
- CTS tree: yes
- Site row count: 21
- Leak Pwr: 0.223 nW
- Crit. End Element: output port
- Syn Area/Cell: 9.49 µm²
- Clock-pin slew on the worst setup and hold paths: 0.04 ns
- Synth flops: 4
- Final GP Congestion: roughly 0.8
- Setup crit start kind: flop
- Final-layout fill cell count: 389
- Vias in the first global route: around 290
- Post-Syn Instances: 24
- Area grow syn2layout: 135%
- Via count: around 280
- Hold Crit Class: primary input to asynchronous set/reset pin
- Critical path type: flop to output port
- Synth warn: 1
- Count of tool warnings: 26
- Vias per cell: between 2 and 3
- Drt drc: 0
- Sink Count: 4
- Slew @ Worst Pin: 0.271 ns
- All-layer global routing usage: about 2.9%
- Crit-path max FO: 5
- Die H: around 80 µm
- Final number of hold-violating endpoints: 0
- Floorplan core area: 3420 µm²
- WL/cell: between 9 and 10 µm
- Cell variety after synth: 14
- Mapped Area: around 230 µm²
- Clock latency on the worst-skew pair: about 0.24 ns
- Pre-antenna DRT Iters: 4
- Largest regs: ones x4
- H-tree depth: 1
- Non-Filler Cell Area, Final: roughly 530 µm²
- Hold-fix buffers, CTS: 0
- Largest register by flop count: ones
- Init Core Util: under 10%
- M2 GR Usage: around 2.5%
- Post-DP Area: 457 µm²
- Util after Layout: about 16%
- HPWL Detailed: between 600 and 700 µm
- Finished Layout Cells: 96
- Fin crit period: approximately 1.6 ns
- Total Power: between 300 and 400 µW
- ANT nets after route: 0
- Root Driver: clkbuf_4
- M1 GR Usage: around 4.2%
- Maxcap violations: 0
- Cell total after placement: 88
- CTS buffer count: 3
- Crit path DAT: about 1.3 ns
- IO Pins: 14
- Overflow after GRT: 0
- GR peak layer: met1
- First-pass GRT wire length: approximately 1400 µm
-- cell type report --
class                   count  area [µm²]  share of cell area (%)
clock buffers               3        22.5                    4.22
inverters                   1        3.75                   0.703
multi-input cells          18         135                    25.3
flip-flops and latches      4         100                    18.7
well taps                  46        57.6                    10.8
repair buffers             24         215                    40.3
-- worst max-delay path, cell delays in order, from the launching register on --
cell             delay, ns
dfrtp_1               0.40
buf_4                 0.17
clkdlybuf4s50_1       0.47
-- report_power, final --
part / internal, mW / switching [mW]
Clock: 0.0840 / 0.0436
Combinational: 0.0888 / 0.0466
Sequential: 0.113 / 0.0120
-- worst paths after layout --
check | cells past startpoint | slack, ns | end | startpoint
hold reg to reg | 3 | 0.70 | ones[2] | ones[2]
min in group clk0 | 4 | 0.66 | ones[0] | enable
setup / recovery | 2 | 0.008 | ones[0] | ones[0]
setup reg to reg | 5 | 0.28 | ones[1] | ones[1]
max in group asynchronous | 1 | 1.15 | ones[2] | clrn
hold / removal | 1 | 0.29 | ones[0] | clrn
-- synth_stat cells --
master / n / area share, %
nor3b_2: 1 / 5.5
clkbuf_1: 1 / 1.6
nor4b_2: 1 / 6.6
inv_1: 1 / 1.6
nor4_1: 1 / 2.7
o21ai_0: 2 / 4.4
a21oi_1: 2 / 4.4
a31oi_1: 2 / 5.5
nor2_1: 4 / 6.6
xnor2_1: 2 / 7.7
dfrtp_1: 4 / 44
nor2b_1: 1 / 2.7
or2b_1: 1 / 3.3
nand3b_1: 1 / 3.3
-- per-stage QoR --
step | hold WS [ns] | setup WS (ns) | setup TNS (ns)
2_1_floorplan | 0.0244 | 0.455 | 0
3_3_place_gp | 0.527 | -0.369 | -0.403
3_5_place_dp | 0.538 | -0.372 | -0.429
4_1_cts | 0.283 | 0.00854 | 0
5_1_grt | 0.290 | -0.0493 | -0.0747
6_report | 0.287 | 0.00767 | 0
-- timing repair --
item | in CTS | in global routing
setup endpoints to repair | 2 | 6
buffers inserted | 3 | 2
pin swaps | 1 | 1
gates cloned | 0 | 0
resized | 10 | 3
-- logic make-up (layout without fill, tap and decap cells) --
group | Yosys count | in the layout | synth area share [%]
flops | 4 | 4 | 44.0
simple gates | 10 | 10 | 30.8
buf+inv | 2 | 28 | 3.29
compound gates | 6 | 6 | 14.3
xor+xnor | 2 | 2 | 7.69
-- per-layer routing --
layer,routed length (µm),vias up
met1,456,120
li1,-,138
met2,232,19
met4,0,0
met5,0,-
met3,194,0
Power figures rest on the tool's default switching activity, not on a simulated workload.
