### /design/flow/config.mk
export PLATFORM = sky130hd
export DESIGN_NAME = counter_mod6
export DESIGN_NICKNAME = counter_mod6
export VERILOG_FILES = /design/flow/design.v
export SDC_FILE = /design/flow/constraint.sdc
export NUM_CORES = 4
export LEC_CHECK = 1
export CORE_AREA = 10 10 70 70
export DIE_AREA = 0 0 80 80
### /design/flow/constraint.sdc
current_design counter_mod6

set clk_period 1.5
set clk_io_pct 0.2

create_clock -name clk0 -period $clk_period [get_ports {clock}]

set non_clock_inputs [all_inputs -no_clocks]
set_input_delay [expr $clk_period * $clk_io_pct] -clock clk0 $non_clock_inputs
set_output_delay [expr $clk_period * $clk_io_pct] -clock clk0 [all_outputs]
### /design/flow/design.v
module counter_mod6(output reg [3:0] ones,
                     output wire tc, zero,
                     input wire [3:0] data,
                     input wire loadn, clrn, clock, enable);
assign tc = (enable && (ones==0));
assign zero = (ones==0);
always @(posedge clock or negedge clrn) 
begin
  if(!clrn)
    ones <= 0;
  else if(!loadn)
    ones <= data;
  else 
  begin
    if (enable)
    begin
        if(ones==0)
            ones<=5;
        else
          ones<=ones-1;        
    end   
  end
end
endmodule
### /design/flow/run.sh
#!/bin/bash
# OpenROAD 26Q1-2900-gdf79404cd8, Yosys 0.63+post, stock flow scripts
make -C /OpenROAD-flow-scripts/flow DESIGN_CONFIG=/design/flow/config.mk WORK_HOME=/design/flow/orfs finish
==> qor.yml <==
floorplan:
  coreArea_um2: 3416
  io_pins: 14
  chipArea_um2: 6400
  rows: 21
  fp-utilization: 0.06117
  die_width_um: 80
  dieHeight_um: 80
final_timing:
  fmax_ghz: 0.6832
  rsz0062_at_grt: "yes"
  setup_viol: 0
  drv_slew: 0
  worstMarginPinSlew_ps: 401.7
  clock_skew_ps: 1.813
  finalCritPeriodShare: 0.9759
  min_period_ps: 1464
  slew_headroom: 0.7288
  finalHoldViolCount: 0
synth:
  synth_area_um2: 209.0
  synth-warning-count: 1
  yosysChipArea_um2: 209.0
  ys_types: 13
  synth_area_per_cell_um2: 9.950
  ys_cells: 21
  seq_area_frac_synth: 0.4790
  postSynthCellCount: 21
  ys_ff: 4
finish:
  largest_register_ffs: 4
  drive_gt1_frac: 0.3830
  n_fill_cell: 389
  area_delta_synth_final_pct: 157.5
  largest-register: "ones"
  most-common-layout-cells: "6 x clkdlybuf4s50_1, 6 x buf_6, 4 x dfrtp_1, 4 x buf_4"
  design_area_um2: 538.0
  top_regs: "ones x4"
global_routing:
  grt_max_degree: 9
  grt_pass1_wl_um: 1366
  grt_pass1_vias: 284
  antenna_found_initial: 0
  overflow: 0
  grt_use_total: 0.02761
critical_path:
  ff2ff_path_depth: 4
  cp_slowest_stage_delay_ps: 410
  timing.rr.end: "ones[3]$_DFFE_PN0P_"
  criticalPathCategory: "flop to output port"
  start_kind: "flop"
  cp.arrival_ps: 1160
  cp_max_fo: 3
  r2r_start: "ones[2]$_DFFE_PN0P_"
  crit_buf_inv: 1
  end_kind: "output port"
  crit_chain: "nor4_2 > clkdlybuf4s15_1"
  path_depth: 2
  crit_slowest_cell: "dfrtp_1"
  crit_family: "flip-flops"
  crit_required_ps: 1200
  regToRegSetupSlack_ps: 120
route:
  ant_nets: 0
  first_pass_iters: 2
  remaining_drc_errors: 0
  antenna_cells: 0
  viasPerCell: 2.882
  drt_iter0_markers: 3
  routed_wl_um: 868
  vias: 268
  wire_per_inst_um: 9.333
power:
  p_leak_nw: 0.2376
  power_w: 0.0004038
  ir_drop_mv: 0.1585
  powerDensity_nw_per_um2: 750.6
clocking:
  cts-buffers-inserted: 3
  clock_latency_ps: 230
  clkTransAtPathRegs_ps: 40
  clkSinkCount: 4
  htreeDepth: 1
  clockRootBuffer: "clkbuf_4"
  cts_buffer_depth: 2
  cts_tree: "built"
placement:
  gp_congestion: 0.9033
  place_area_um2: 426.7
  io_buffers: 13
run:
  drv_cap: 0
  warnings: 27
run_status:
  outcome: "finished, final reports clean"
hold_path:
  min_path_type: "input port to asynchronous set/reset pin"
==> routing by layer <==
layer	track usage	share of wire	wire [um]	up-vias
met2	0.03210	0.34	299	15
li1	-	-	-	132
met4	0.003521	0	0	0
met5	0	0	0	-
met1	0.03610	0.48	420	121
met3	0.02614	0.17	147	0
==> worst register-to-register path: cells and delay by family, from the launching register on <==
kind                   cells  cell delay, ps
buffers and inverters      2             260
AOI/OAI and AO/OA          2             560
DFF                        1             410
==> how the worst max path moves through the flow <==
stage / from / endpoint / slack [ps]
6_report: ones[3]$_DFFE_PN0P_ / tc / 40
5_1_grt: ones[0]$_DFFE_PN0P_ / tc / -10
4_1_cts: ones[3]$_DFFE_PN0P_ / ones[3] / -4
==> where the power goes <==
part | switching, W | internal, W | leakage (nW)
clock network | 0.0000388 | 0.0000891 | 0.0138
registers | 0.0000138 | 0.000120 | 0.0462
logic | 0.0000474 | 0.0000943 | 0.178
==> cell type report <==
class | instances | area [um2] | share of cell area
Sequential cell | 4 | 100.1 | 0.1860
Multi-Input combinational cell | 16 | 126.4 | 0.2349
Clock buffer | 3 | 22.52 | 0.04186
Timing Repair Buffer | 23 | 227.7 | 0.4233
Inverter | 1 | 3.754 | 0.006977
Tap cell | 46 | 57.56 | 0.1070
==> cells by family after synthesis <==
group                     share of synthesized area
DFF                                          0.4791
xor gates and xnor gates                    0.04192
AOI/OAI and AO/OA                            0.1736
buffers and inverters                       0.01795
and+or+nand+nor                              0.2874
==> cells in the mapped netlist <==
cell,instances,area share
nand2b_1,1,0.030
nor2_1,3,0.054
nor4_1,2,0.060
o21ai_0,2,0.048
xnor2_1,1,0.042
o311ai_0,1,0.042
dfrtp_1,4,0.48
nand2_1,1,0.018
inv_1,1,0.018
nand2b_4,1,0.066
nor3b_2,1,0.060
a21oi_1,1,0.024
a31oi_1,2,0.060
==> metrics by stage <==
stage	utilization	setup WS (ps)	TNS (ps)	cells	hold slack (ps)
3_5_place_dp	0.1249	-472.5	-552.2	84	517.3
3_3_place_gp	0.1249	-421.8	-468.6	84	520.2
6_report	0.1575	36.21	0	93	274.1
4_1_cts	0.1484	-4.106	-4.106	92	269.6
5_1_grt	0.1575	-10.39	-10.39	93	289.5
2_1_floorplan	-	477.9	0	21	4.409
==> what timing repair did <==
action                                  in CTS  in global routing
hold buffers                                 0                  0
setup buffers                                5                  1
endpoints found under the setup margin       4                  5
pin swaps                                    1                  1
cloned                                       0                  0
resized                                     11                  8
Power and IR drop assume default switching activity.
